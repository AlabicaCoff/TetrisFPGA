--- ./config.mk ---
export PLATFORM = sky130hd
export DESIGN_NAME = complete_row
export DESIGN_NICKNAME = complete_row
export VERILOG_FILES = /design/flow/design.v
export SDC_FILE = /design/flow/constraint.sdc
export NUM_CORES = 4
export LEC_CHECK = 1
export CORE_AREA = 10 10 110 110
export DIE_AREA = 0 0 120 120
--- ./constraint.sdc ---
current_design complete_row

set clk_period 7.2
set clk_io_pct 0.2

create_clock -name clk0 -period $clk_period [get_ports {clk}]

set non_clock_inputs [all_inputs -no_clocks]
set_input_delay [expr $clk_period * $clk_io_pct] -clock clk0 $non_clock_inputs
set_output_delay [expr $clk_period * $clk_io_pct] -clock clk0 [all_outputs]
--- ./design.v ---
`timescale 1ns / 1ps
module complete_row(
    input wire                                   clk,
    input wire                                   pause,
    input wire [199:0] fallen_pieces,
    output reg [4:0]                 row,
    output wire                                  enabled
    );
    initial begin
        row = 5;
    end
     assign enabled = &fallen_pieces[row*10 +: 10];
     always @ (posedge clk) begin
         if (!pause) begin
             if (row == 19) begin
                 row <= 0;
             end else begin
                 row <= row + 1;
             end
         end
     end
endmodule
--- ./run.sh ---
#!/bin/bash
# OpenROAD 26Q1-2900-gdf79404cd8, Yosys 0.63+post, stock flow scripts
make -C /OpenROAD-flow-scripts/flow DESIGN_CONFIG=/design/flow/config.mk WORK_HOME=/design/flow/orfs finish
==> metrics.yaml <==
ys_seq_share_pct: 13.39
cts_root_buf: "clkbuf_8"
fp.dieW_um: 120
fin_crit_sh_pct: 71.39
syn_inst: 153
power.density_nw_per_um2: 81.07
cp.required_ns: 5.76
min_period_ns: 5.140
drt_wl_total_um: 8601
synth-edff-count: 5
comb_power_share_pct: 64.8
ys.flop_type: "edfxtp_1"
finalSetupViolCount: 0
cap_violations: 0
tns_ns: 0
path_clk_slew_ns: 0.03
p_switching_w: 0.00007302
numPortBuffers: 207
largest_reg_flops: 5
clkSinkCount: 5
post_cts_buffers: 0
nFillCells: 1014
coreArea_um2: 9774
grt_antenna_before_repair: 0
crit_fanout: 1
syn-cell-area_um2: 1121
finalWeightedCongestion: 0.8341
start_kind: "primary input"
rsz0062_at_grt: "no"
drtPass1Iterations: 4
end_kind: "output pin"
p_clk_share_pct: 18.7
h-tree-depth: 1
largest-register: "row"
clockBufferDepth: 2
yosysCellCount: 153
fmax_mhz: 194.6
rows: 36
areaGrowthSynthToFinish_pct: 199.3
grt_max_degree: 38
p_seq_share_pct: 16.5
drt_iter0_drc: 90
grt_pass1_wl_um: 12630
ys_async_sr_fraction_pct: 0
hold_buffers: 0
synthDistinctLibCells: 40
ys.flops: 5
cts_resized: 0
final.setup_skew_ns: 0.001061
layout_top_cell: "clkdlybuf4s50_1"
yosysChipArea_um2: 1121
clkLatencyLatePin_ns: 0.22
most-common-layout-cells: "clkdlybuf4s50_1, nand4_1, nand2_1, nand3_1"
initCoreUtil_pct: 11.47
crit_type: "in -> out"
drive_gt1_share_pct: 3.641
track_usage_pct: 11.09
crit_arrival_ns: 3.70
cts_tree: "yes"
slew_headroom_pct: 67.40
dpl_worst_slack_ns: 1.954
ir_drop_mv: 0.03204
die_h_um: 120
logic_area_um2: 888.4
outcome: "finished clean"
min_path_type: "reg -> reg"
reg_top3: "row: 5 flops"
dr_total_vias: 2096
switching_share_pct: 26.84
ant_nets: 0
seqCellArea_um2: 150.1
fin_util_pct: 34.33
setup_ws_ns: 2.060
dpl_cell_area_um2: 3311
cts_made_buffers: 3
final_area_um2: 3356
slew_violations: 0
yosysWarnings: 1
final_hold_viol_count: 0
wl_per_cell_um: 17.55
diodes: 0
total_power_w: 0.0002720
drc_errors: 0
dieArea_um2: 14400
io_pins: 208
leakagePower_nw: 1.159
intPower_w: 0.0001990
tool_warnings: 25
grt_pass1_vias: 2341
dp_hpwl_um: 7843
vias_per_cell: 4.278
tightest_slew_ns: 0.4890
avgSynthCellArea_um2: 7.327
grt_overflow: 0
-- synth_stat cells, types with 3 or more instances --
master	n	area share [%]
o21ai_1	3	1.3
nand4_1	30	17
and3_1	7	3.9
o22ai_1	4	2.2
nand3_1	16	7.1
nand2_1	16	5.4
edfxtp_1	5	13
inv_1	3	1.0
o21ai_0	9	4.0
mux4_2	3	6.0
buf_2	3	1.3
o211ai_1	5	3.3
a21oi_1	9	4.0
a31oi_1	5	2.8
buf_4	3	2.0
-- area by class of cell --
class	count	share of cell area, %
Timing Repair Buffer	209	62.19
Sequential cell	5	4.474
Multi-Input combinational cell	134	26.47
Inverter	5	0.5593
Clock buffer	4	1.342
Tap cell	133	4.959
-- critical path, cell delays in order --
cell	delay, ns
clkdlybuf4s50_1	0.46
nand4_1	0.09
mux4_2	0.52
o211ai_2	0.11
nand4_1	0.13
a2111oi_2	0.39
clkdlybuf4s50_1	0.56
-- path summary, 6_finish.rpt --
kind	from	endpoint	slack, ns	cells past startpoint
hold / removal	row[4]	row[4]	0.67	1
setup / recovery	fallen_pieces[13]	enabled	2.06	7
hold reg to reg	row[4]	row[4]	0.67	1
setup reg to reg	row[2]	row[2]	5.59	3
-- power by group through the flow --
stage	sequential [W]	combinational [W]	clock, W
finish	0.0000448	0.000176	0.0000509
global route	0.0000458	0.000192	0.0000542
CTS	0.0000452	0.000180	0.0000521
-- through the flow --
stage	std cells	hold slack, ns
after floorplan	153	0.5687
after global placement	486	0.6607
after detailed placement	486	0.6556
after CTS	490	0.6704
after global routing	490	0.7010
final	490	0.6656
-- kinds of logic after synthesis --
logic type                 count (synthesis)  synth area share [%]
and+or+nand+nor                           80                 39.73
AOI/OAI and AO/OA                         48                 29.24
buffers and inverters                     14                 7.364
DFF                                        5                 13.39
muxes                                      4                 8.371
xor gates and xnor gates                   1                0.7814
adders and majority gates                  1                 1.116
-- per-layer routing --
metal	global-route usage, %	wire length (µm)
met1	12.92	3388
met2	19.29	4229
met3	4.998	966
met4	0.4525	16
met5	0	0
Power and IR drop assume default switching activity.
