File: design/flow/run.sh
#!/bin/bash
# OpenROAD 26Q1-2900-gdf79404cd8, Yosys 0.63+post, stock flow scripts
make -C /OpenROAD-flow-scripts/flow DESIGN_CONFIG=/design/flow/config.mk WORK_HOME=/design/flow/orfs finish
File: design/flow/config.mk
export PLATFORM = sky130hd
export DESIGN_NAME = board
export DESIGN_NICKNAME = board
export VERILOG_FILES = /design/flow/design.v
export SDC_FILE = /design/flow/constraint.sdc
export NUM_CORES = 4
export LEC_CHECK = 1
export CORE_UTILIZATION = 50
File: design/flow/constraint.sdc
current_design board

set clk_period 16.0
set clk_io_pct 0.2

create_clock -name clk0 -period $clk_period [get_ports {clk}]

set non_clock_inputs [all_inputs -no_clocks]
set_input_delay [expr $clk_period * $clk_io_pct] -clock clk0 $non_clock_inputs
set_output_delay [expr $clk_period * $clk_io_pct] -clock clk0 [all_outputs]
File: design/flow/design.v
`timescale 1ns / 1ps
module board (
  input wire clk,        
  input wire reset,      
  input wire [9:0] index_x,
  input wire [9:0] index_y,
  input wire [2:0] data,
  output reg [2:0] pixels
);
  reg [2:0] matrix [0:19][0:9];  
	integer i;
	integer j;
  always @(posedge clk or posedge reset) begin
    if (reset) begin
      for (i = 0; i < 20; i = i + 1) begin
        for (j = 0; j < 10; j = j + 1) begin
          matrix[i][j] <= 3'b000;
        end
      end
    end else begin
      if (index_x < 20 && index_y < 10) begin
        matrix[index_y][index_x] <= data;
      end
    end
  end
  always @* begin
    pixels <= (index_x < 20 && index_y < 10) ? matrix[index_y][index_x] :3'b000;
  end
endmodule
==> run notes <==
run results: Core ar. 58900 um2, hold path endpoint matrix[99][1], Fin. Hold Viols 0, Top Registers matrix (600), leakage power 15.6 nW, critical path cell sequence clkdlybuf4s50_1 -> ha_1 -> ha_1 -> fa_1 -> xor2_1 -> ha_1 -> inv_1 -> o21bai_1 -> a41oi_2 -> xor2_4 -> buf_4 -> nor2_2 -> buf_4 -> a22o_1 -> a211oi_1 -> nand3_1 -> nor4_4 -> nor4_1 -> nor3_1 -> clkdlybuf4s50_1, hold path startpoint matrix[99][1], Main area contributors dfrtp_1, mux2_2, nand2_1, a22oi_1, clkbuf_1, Final ANT Viol Nets 0, Crit Path Class in2out, Post-route DRC 0, Yosys top cell by area dfrtp_1, Setup Fix Bufs, Post-CTS 0, post-synthesis cell count 2633, Area growth syn-to-layout 13.2%, Post-Layout Cell Count 3456, clock root cell clkbuf_16, Area leader share 0.504, Post-synth seq share 0.504, Largest Register matrix, Skew-Pair Late Insertion Delay 0.62 ns, Crit path required time 12.80 ns, CP arrival 9.93 ns, DR vias/cell 7.08, type of destination of the critical path output pin, clk sink count 600, Iter 0 DRT Violations 2445, register area 15000 um2, crit path launch index_y[1], Tool Warnings 34, share of post-route cells with drive strength above 1 0.331, flop-to-flop setup slack 15.04 ns, die width 246 um, logic area 14000 um2, Slew headroom 0.224, Placed Cells 3324, worst slew pin tran 1.16 ns, Remaining Overflow, GRT 0, number of fill cells 4723, CP most frequent cell ha_1, initial antenna violation count 13, drt pass-1 iters 6, peak supply drop 0.266 mV, die height 246 um, H-tree levels 3, # IOs 28, yosys stat area 29800 um2, Post-CTS Resized 0, clock buffer depth 3, Total GRT Usage 0.493, fin crit share 0.821, critical path's largest stage delay 0.59 ns, CP Max Fanout 34, worst r2r src matrix[10][2], Min-Delay Path Depth 1, Fin Setup TNS 0 ns, Initial Util 0.506, fmax 0.0762 GHz, clk_skew 0 ns, Yosys Instances 2633, Synthesized registers 600, via count 24.5k, slowest CP cell clkdlybuf4s50_1, R2R Path End matrix[10][2], startpoint types primary input, hold_buf cts 0, Largest register FFs 600, Async S/R FF share, synth 1.00, Mapped Area 29800 um2, status finished, final reports clean, worst min path class reg2reg, number of port buffers 27, post-detail-place hpwl 94200 um, RD Place Congestion 1.05, CTS tree built, Die ar. 60600 um2, Synth Warn # 2, WL final 140000 um, vias in the first global route 24.6k, post-layout minimum cycle time 13.13 ns, clk slew on worst S/H paths 0.06 ns, largest net degree at the start of global routing 139, first-pass GRT wire length 194000 um, Main synth FF type dfrtp_1, final tally of setup violations 0, Num CTS Buffers 68, FP Rows 89, worst reg-to-reg path cell count 1, Unique cell types 79, unrepaired setup endpoints after global routing false, Syn Area/Cell 11.3 um2, Max Transition Viols Final 0, count of library flops with an enable pin 0, pwr/cell area 131 nW/um2, WL/cell 40.4 um, max_cap viols 0
-- cell usage after synthesis, types with 8 or more instances --
cell type  count
clkbuf_1     168
a22oi_1       91
and3_1        13
nand2_1      302
buf_2         30
a221oi_1      35
a31oi_1       54
o22ai_1       18
nor3_1        31
dfrtp_1      600
buf_1         28
nor4_1        15
a22o_1        25
nand4_1       25
o2111ai_1      8
mux2_2       602
nand3_1      118
o21ai_0       64
ha_1          13
a211oi_1      16
a21oi_1       72
a222oi_1      18
a32oi_1       26
nor2_1        96
xnor2_1        8
-- cell usage in the layout (no fill, tap or decap), types with 13 or more instances in the layout --
| master | n |
|---|---|
| mux2_2 | 602 |
| dfrtp_1 | 600 |
| nand2_1 | 302 |
| buf_4 | 119 |
| nand3_1 | 118 |
| a22oi_1 | 91 |
| nor2_1 | 86 |
| a21oi_1 | 72 |
| clkbuf_16 | 69 |
| o21ai_0 | 64 |
| a31oi_1 | 54 |
| a221oi_1 | 35 |
| a32oi_1 | 26 |
| nand4_1 | 25 |
| a22o_1 | 25 |
| nor3_1 | 23 |
| clkdlybuf4s50_1 | 23 |
| o22ai_1 | 18 |
| a222oi_1 | 18 |
| a211oi_1 | 16 |
| nor4_1 | 15 |
| ha_1 | 13 |
| bufinv_16 | 13 |
-- cell families (layout without fill, tap and decap cells) --
group                      count (synthesis)  after routing  synth area share
AOI/OAI and AO/OA                        519            519             0.126
xor gates and xnor gates                  13             13           0.00483
adders and majority gates                 15             15           0.00680
buffers and inverters                    237            280            0.0324
DFF                                      600            600             0.504
muxes                                    609            609             0.230
other                                      0              7                 0
and+or+nand+nor                          640            640            0.0962
-- routing by layer --
layer | routed length (um) | up-vias | track usage | part of all wire
met5 | 154 | - | 0.0106 | 0.0011
met4 | 9210 | 14 | 0.261 | 0.066
met3 | 19700 | 457 | 0.272 | 0.14
met2 | 58000 | 1557 | 0.652 | 0.42
met1 | 52600 | 12600 | 0.662 | 0.38
li1 | - | 9810 | - | -
-- worst max-delay path, delay by kind of cell --
kind	cells	cell delay (ns)
buffers and inverters	5	2.08
adders and majority gates	4	1.48
and+or+nand+nor	5	1.38
AOI/OAI and AO/OA	4	1.07
xor gates and xnor gates	2	0.69
-- power by group --
part | internal (mW) | switching [mW]
registers | 1.52 | 0.000115
clock network | 1.06 | 0.686
logic | 0.246 | 0.903
total | 2.83 | 1.59
-- final cells by class --
cell class / count / share of cell area
antenna: 7 / 0.000519
clock buffer: 87 / 0.0561
clock inverter: 38 / 0.0184
inverter: 5 / 0.000667
multi-input combinational: 1796 / 0.414
sequential: 600 / 0.445
tap: 773 / 0.0287
timing repair buffer: 150 / 0.0368
-- how the worst max path moves through the flow --
stage	endpoint	slack (ns)	depth (start not counted)
after CTS	pixels[2]	3.04	19
after global routing	pixels[1]	2.62	19
final	pixels[0]	2.87	20
-- per-stage QoR --
| stage | total power, mW | cell area, um2 | setup slack (ns) | util | hold slack, ns |
|---|---|---|---|---|---|
| detailed placement | 2.64 | 31200 | 3.05 | 0.530 | 0.489 |
| global route | 4.49 | 33700 | 2.62 | 0.573 | 0.515 |
| floorplan | 2.10 | 29800 | 4.62 | - | 0.471 |
| finish | 4.41 | 33700 | 2.87 | 0.573 | 0.504 |
| CTS | 4.37 | 33700 | 3.04 | 0.573 | 0.504 |
| global placement | 2.64 | 31200 | 3.06 | 0.530 | 0.483 |
No activity file was given, so power comes from the tool's default toggle rates.
