### flow/run.sh
#!/bin/bash
# OpenROAD 26Q1-2900-gdf79404cd8, Yosys 0.63+post, stock flow scripts
make -C /OpenROAD-flow-scripts/flow DESIGN_CONFIG=/design/flow/config.mk WORK_HOME=/design/flow/orfs finish
### flow/config.mk
export PLATFORM = sky130hd
export DESIGN_NAME = calc_cur_blk
export DESIGN_NICKNAME = calc_cur_blk
export VERILOG_FILES = /design/flow/design.v
export SDC_FILE = /design/flow/constraint.sdc
export NUM_CORES = 4
export LEC_CHECK = 1
export CORE_UTILIZATION = 40
### flow/constraint.sdc
current_design calc_cur_blk

set clk_period 8.5
set clk_io_pct 0.2

create_clock -name clk0 -period $clk_period

set non_clock_inputs [all_inputs -no_clocks]
set_input_delay [expr $clk_period * $clk_io_pct] -clock clk0 $non_clock_inputs
set_output_delay [expr $clk_period * $clk_io_pct] -clock clk0 [all_outputs]
### flow/design.v
`timescale 1ns / 1ps
module calc_cur_blk(
    input wire [2:0] piece,
    input wire [3:0] pos_x,
    input wire [4:0] pos_y,
    input wire [1:0] rot,
	 input wire [3:0] block_wide,
    output reg [7:0] blk_1,
    output reg [7:0] blk_2,
    output reg [7:0] blk_3,
    output reg [7:0] blk_4,
    output reg [2:0] width,
    output reg [2:0] height,
	 output reg [2:0] blk_color
    );
    always @ (*) begin
        case (piece)
            0: begin
                 if (rot == 1 || rot == 3) begin
                     blk_1 = (pos_y * block_wide) + pos_x;
                     blk_2 = ((pos_y + 1) * block_wide) + pos_x;
                     blk_3 = ((pos_y + 2) * block_wide) + pos_x;
                     blk_4 = ((pos_y + 3) * block_wide) + pos_x;
                     width = 1;
                     height = 4;
                 end else begin
                     blk_1 = (pos_y * block_wide) + pos_x;
                     blk_2 = (pos_y * block_wide) + pos_x + 1;
                     blk_3 = (pos_y * block_wide) + pos_x + 2;
                     blk_4 = (pos_y * block_wide) + pos_x + 3;
                     width = 4;
                     height = 1;
                 end
							blk_color = 3'b111;
            end
            1: begin
                 if (rot == 1 || rot == 3) begin
                     blk_1 = (pos_y * block_wide) + pos_x;
                     blk_2 = ((pos_y + 1) * block_wide) + pos_x;
                     blk_3 = ((pos_y + 2) * block_wide) + pos_x;
                     blk_4 = ((pos_y + 3) * block_wide) + pos_x;
                     width = 1;
                     height = 4;
                 end else begin
                     blk_1 = (pos_y * block_wide) + pos_x;
                     blk_2 = (pos_y * block_wide) + pos_x + 1;
                     blk_3 = (pos_y * block_wide) + pos_x + 2;
                     blk_4 = (pos_y * block_wide) + pos_x + 3;
                     width = 4;
                     height = 1;
                 end
							blk_color = 3'b111;
            end
            2: begin
                blk_1 = (pos_y * block_wide) + pos_x;
                blk_2 = (pos_y * block_wide) + pos_x + 1;
                blk_3 = ((pos_y + 1) * block_wide) + pos_x;
                blk_4 = ((pos_y + 1) * block_wide) + pos_x + 1;
                width = 2;
                height = 2;
					blk_color = 3'b101;
            end
            3: begin
                case (rot)
                    0: begin
                        blk_1 = (pos_y * block_wide) + pos_x + 1;
                        blk_2 = ((pos_y + 1) * block_wide) + pos_x;
                        blk_3 = ((pos_y + 1) * block_wide) + pos_x + 1;
                        blk_4 = ((pos_y + 1) * block_wide) + pos_x + 2;
                        width = 3;
                        height = 2;
                    end
                    1: begin
                        blk_1 = (pos_y * block_wide) + pos_x;
                        blk_2 = ((pos_y + 1) * block_wide) + pos_x;
                        blk_3 = ((pos_y + 2) * block_wide) + pos_x;
                        blk_4 = ((pos_y + 1) * block_wide) + pos_x + 1;
                        width = 2;
                        height = 3;
                    end
                    2: begin
                        blk_1 = (pos_y * block_wide) + pos_x;
                        blk_2 = (pos_y * block_wide) + pos_x + 1;
                        blk_3 = (pos_y * block_wide) + pos_x + 2;
                        blk_4 = ((pos_y + 1) * block_wide) + pos_x + 1;
                        width = 3;
                        height = 2;
                    end
                    3: begin
                        blk_1 = (pos_y * block_wide) + pos_x + 1;
                        blk_2 = ((pos_y + 1) * block_wide) + pos_x + 1;
                        blk_3 = ((pos_y + 2) * block_wide) + pos_x + 1;
                        blk_4 = ((pos_y + 1) * block_wide) + pos_x;
                        width = 2;
                        height = 3;
                    end
                endcase
							blk_color = 3'b100;
            end
            4: begin
                if (rot == 0 || rot == 2) begin
                    blk_1 = (pos_y * block_wide) + pos_x + 1;
                    blk_2 = (pos_y * block_wide) + pos_x + 2;
                    blk_3 = ((pos_y + 1) * block_wide) + pos_x;
                    blk_4 = ((pos_y + 1) * block_wide) + pos_x + 1;
                    width = 3;
                    height = 2;
                end else begin
                    blk_1 = (pos_y * block_wide) + pos_x;
                    blk_2 = ((pos_y + 1) * block_wide) + pos_x;
                    blk_3 = ((pos_y + 1) * block_wide) + pos_x + 1;
                    blk_4 = ((pos_y + 2) * block_wide) + pos_x + 1;
                    width = 2;
                    height = 3;
                end
					blk_color = 3'b011;						
            end
            5: begin
                if (rot == 0 || rot == 2) begin
                    blk_1 = (pos_y * block_wide) + pos_x;
                    blk_2 = (pos_y * block_wide) + pos_x + 1;
                    blk_3 = ((pos_y + 1) * block_wide) + pos_x + 1;
                    blk_4 = ((pos_y + 1) * block_wide) + pos_x + 2;
                    width = 3;
                    height = 2;
                end else begin
                    blk_1 = (pos_y * block_wide) + pos_x + 1;
                    blk_2 = ((pos_y + 1) * block_wide) + pos_x;
                    blk_3 = ((pos_y + 2) * block_wide) + pos_x;
                    blk_4 = ((pos_y + 1) * block_wide) + pos_x + 1;
                    width = 2;
                    height = 3;
                end
							blk_color = 3'b010;
            end
            6: begin
                case (rot)
                    0: begin
                        blk_1 = (pos_y * block_wide) + pos_x + 1;
                        blk_2 = ((pos_y + 1) * block_wide) + pos_x + 1;
                        blk_3 = ((pos_y + 2) * block_wide) + pos_x + 1;
                        blk_4 = ((pos_y + 2) * block_wide) + pos_x;
                        width = 2;
                        height = 3;
                    end
                    1: begin
                        blk_1 = (pos_y * block_wide) + pos_x;
                        blk_2 = ((pos_y + 1) * block_wide) + pos_x;
                        blk_3 = ((pos_y + 1) * block_wide) + pos_x + 1;
                        blk_4 = ((pos_y + 1) * block_wide) + pos_x + 2;
                        width = 3;
                        height = 2;
                    end
                    2: begin
                        blk_1 = (pos_y * block_wide) + pos_x;
                        blk_2 = ((pos_y + 1) * block_wide) + pos_x;
                        blk_3 = ((pos_y + 2) * block_wide) + pos_x;
                        blk_4 = (pos_y * block_wide) + pos_x + 1;
                        width = 2;
                        height = 3;
                    end
                    3: begin
                        blk_1 = (pos_y * block_wide) + pos_x;
                        blk_2 = (pos_y * block_wide) + pos_x + 1;
                        blk_3 = (pos_y * block_wide) + pos_x + 2;
                        blk_4 = ((pos_y + 1) * block_wide) + pos_x + 2;
                        width = 3;
                        height = 2;
                    end
                endcase
					 blk_color = 3'b001;
            end
            7: begin
                case (rot)
                    0: begin
                        blk_1 = (pos_y * block_wide) + pos_x;
                        blk_2 = ((pos_y + 1) * block_wide) + pos_x;
                        blk_3 = ((pos_y + 2) * block_wide) + pos_x;
                        blk_4 = ((pos_y + 2) * block_wide) + pos_x + 1;
                        width = 2;
                        height = 3;
                    end
                    1: begin
                        blk_1 = ((pos_y + 1) * block_wide) + pos_x;
                        blk_2 = (pos_y * block_wide) + pos_x;
                        blk_3 = (pos_y * block_wide) + pos_x + 1;
                        blk_4 = (pos_y * block_wide) + pos_x + 2;
                        width = 3;
                        height = 2;
                    end
                    2: begin
                        blk_1 = (pos_y * block_wide) + pos_x + 1;
                        blk_2 = ((pos_y + 1) * block_wide) + pos_x + 1;
                        blk_3 = ((pos_y + 2) * block_wide) + pos_x + 1;
                        blk_4 = (pos_y * block_wide) + pos_x;
                        width = 2;
                        height = 3;
                    end
                    3: begin
                        blk_1 = ((pos_y + 1) * block_wide) + pos_x;
                        blk_2 = ((pos_y + 1) * block_wide) + pos_x + 1;
                        blk_3 = ((pos_y + 1) * block_wide) + pos_x + 2;
                        blk_4 = (pos_y * block_wide) + pos_x + 2;
                        width = 3;
                        height = 2;
                    end
                endcase
							blk_color = 3'b110;
            end
        endcase
    end
endmodule
==> Slide: Implementation Results <==
Implementation Results

Power
  – Max VDD drop: 0.242 mV
  – Sw Share: 0.511
  – Clock share of power: 0
  – Sw power: about 0.0013 W
  – Leak: 4.48 nW
  – Comb pwr share: 1.000
  – P_int: 0.00124 W
  – Flop pwr share: 0
  – Power Dens Cells: 244 nW/um^2

Placement
  – GPL Wtd Cong: 1.03
  – DP HPWL: 24.6 mm
  – Port bufs: 59
  – DP Cell Count: around 1,500

Layout
  – Clkbuf count: 0
  – Logic area: 7550 sq um
  – Post-route insts no fill: 1,514
  – FF+latch count: 0
  – P&R area growth vs syn: 36.1%
  – Share of layout cells above drive strength 1: 0.246
  – Filler cells: 1,771
  – Register area: 0 sq um
  – Post-layout util: 0.555

Synthesis
  – # Cells Yosys: 1,099
  – Synth area leaders: ha_1, fa_1, xnor2_1
  – Mapped Avg Cell Area: 6.91 sq um
  – Yosys chip area: around 7600 sq um
  – Yosys warns: 1
  – Mapped Area: 7600 sq um
  – Netlist cell types: ~77
  – Seq share, synth: 0
  – Top cell area share: 0.123
  – Synth top cell by count: nand2_1
  – Synth Instances: 1,099
  – Area leader, netlist: ha_1
  – Most instantiated cells after synthesis: nand2_1, a21oi_1, o21ai_0

Floorplanning
  – Core area: between 15,000 and 20,000 sq um
  – Floorplan Utilization: 0.408
  – Site row count: about 50
  – Die height: 140 um
  – Die area: 19,600 sq um
  – Die X: 140 um
  – Number of top-level pins: 59

Route
  – Diode count: 0
  – Final wirelength: roughly 34 mm
  – Antenna Violating Nets Remaining: 0
  – DRT iter0 DRCs: between 1,000 and 1,500
  – Routed wire per std cell: 22.2 um
  – Detailed Routing Iterations Pass 1: 6
  – DR vias/cell: 6.33
  – Via count: roughly 9,600
  – DRC violations left: 0

Worst setup path
  – CP endpoint kind: primary output
  – Critical path type: in2out
  – Critical Path AT: 6.61 ns
  – Startpoint types: primary input
  – Worst Path Max Fanout: 6
  – Worst Path Required: 6.80 ns

STA
  – Final tally of setup violations: 0
  – Peak Freq: between 100 and 150 MHz
  – Worst-Margin Slew: 0.941 ns
  – Endpoints failing hold: 0
  – Relative slew slack: 0.371
  – Final setup TNS: 0 ns
  – Final Slew Violations: 0
  – Fin crit period: 8.31 ns
  – Final worst path period share: 0.977

Global route
  – Number of global-route vias before repair: 8,968
  – First-pass GRT wire length: 51.6 mm
  – GRT overflow: 0
  – Antenna violations before repair: 0
  – Maximum number of pins on one net before global-route repair: 74
  – GR Util All Layers: 0.351

Run status
  – Result of the run: completed

Flow run
  – Stage-log warning count: 39
  – Max cap viols: 0

Worst hold path
  – Hold Crit Class: in2out
-- path summary, 6_finish.rpt --
kind                 start           end  slack, ns  cells after the start
setup / recovery  pos_y[2]      blk_3[7]       0.19                     20
hold / removal    piece[1]  blk_color[1]       4.55                      4
-- cell usage in the layout (no fill, tap or decap), types with 13 or more instances in the layout --
cell / instances
a211oi_1: 22
a21oi_1: 90
a221oi_1: 37
a22oi_1: 18
a31oi_1: 13
and2_1: 29
buf_4: 208
clkdlybuf4s50_1: 50
fa_1: 37
ha_1: 58
ha_4: 15
inv_1: 71
nand2_1: 110
nand3_1: 31
nor2_1: 53
nor2b_1: 24
o21ai_0: 77
o221ai_1: 13
xnor2_1: 50
xor2_1: 19
-- power groups by stage --
stage | Combinational [W] | Clock (W) | Sequential [W]
6_report | 0.00253 | 0 | 0
4_1_cts | 0.00233 | 0 | 0
5_1_grt | 0.00272 | 0 | 0
-- per-layer routing --
| layer | up-vias | routed length (um) | part of all wire | global-route usage |
|---|---|---|---|---|
| met1 | 4429 | 14100 | 0.42 | 0.503 |
| li1 | 4401 | - | - | - |
| met2 | 629 | 13900 | 0.42 | 0.514 |
| met3 | 123 | 4300 | 0.13 | 0.0996 |
| met5 | - | 0 | 0 | 0 |
| met4 | 0 | 1280 | 0.038 | 0.106 |
-- per-stage QoR --
| step | setup WS [ns] | hold slack (ns) | total power, W | cell area (sq um) |
|---|---|---|---|---|
| 2_1_floorplan | 0.487 | 3.69 | 0.00118 | 7600 |
| 3_3_place_gp | -0.467 | 4.55 | 0.00221 | 9640 |
| 3_5_place_dp | -0.569 | 4.55 | 0.00220 | 9640 |
| 4_1_cts | 0.0129 | 4.55 | 0.00233 | 9930 |
| 5_1_grt | -0.0180 | 4.62 | 0.00272 | 10300 |
| 6_report | 0.194 | 4.55 | 0.00253 | 10300 |
-- cells by family (layout without fill, tap and decap cells) --
group | count (synthesis) | in the layout | share of synthesized area
AOI/OAI and AO/OA | 393 | 393 | 0.353
xor gates and xnor gates | 88 | 88 | 0.111
adders and majority gates | 114 | 114 | 0.225
buffers and inverters | 166 | 347 | 0.0845
muxes | 9 | 9 | 0.0123
and+or+nand+nor | 329 | 329 | 0.214
-- worst max-delay path, stage by stage --
cell	delay, ns
dlygate4sd2_1	0.25
buf_4	0.13
ha_1	0.18
buf_4	0.16
xor2_1	0.16
and2_1	0.18
fa_1	0.49
inv_1	0.05
fa_1	0.52
inv_1	0.07
ha_4	0.25
ha_4	0.26
inv_1	0.05
or4_4	0.54
o2111ai_4	0.16
and3_4	0.26
o32ai_2	0.07
o21ba_1	0.20
or4_1	0.50
clkdlybuf4s50_1	0.42
-- what timing repair did --
action | 4_1_cts | 5_1_grt
setup buffers | 8 | 6
resized | 50 | 65
setup endpoints to repair | 18 | 17
hold buffers | 0 | 0
pin swaps | 17 | 32
-- layout make-up --
cell class | count | area share
Multi-Input combinational cell | 933 | 0.730
Inverter | 73 | 0.0265
Tap cell | 234 | 0.0283
Timing Repair Buffer | 274 | 0.215
Power figures rest on the tool's default switching activity, not on a simulated workload.
